--- ./run.sh ---
#!/bin/bash
# OpenROAD 26Q1-2900-gdf79404cd8, Yosys 0.63+post, stock flow scripts
make -C /OpenROAD-flow-scripts/flow DESIGN_CONFIG=/design/flow/config.mk WORK_HOME=/design/flow/orfs finish
--- ./config.mk ---
export PLATFORM = sky130hd
export DESIGN_NAME = cache
export DESIGN_NICKNAME = cache
export VERILOG_FILES = /design/flow/design.v
export SDC_FILE = /design/flow/constraint.sdc
export NUM_CORES = 4
export LEC_CHECK = 1
export CORE_UTILIZATION = 40
--- ./constraint.sdc ---
current_design cache

set clk_period 5.4
set clk_io_pct 0.2

create_clock -name clk0 -period $clk_period [get_ports {clk}]

set non_clock_inputs [all_inputs -no_clocks]
set_input_delay [expr $clk_period * $clk_io_pct] -clock clk0 $non_clock_inputs
set_output_delay [expr $clk_period * $clk_io_pct] -clock clk0 [all_outputs]
--- ./design.v ---
module cache(
    input clk,
    input reset,
    input i_fetch_valid,
    input i_rfread_valid,
    input [5:0] i_current_pc,
    input i_is_br_instr_rfread,
    input [5:0] i_target_pc,
    output logic [5:0] o_prediction_pc,
	output logic o_prediction_fastcall,
	output logic fastz_d,
	output logic fastz_dd,
	input [15:0] i_ir_rfread
);
	localparam OP_MV_X = 4'b0000, OP_ADD_X = 4'b0001, OP_SUB_X = 4'b0010, OP_CMP_X = 4'b0011, OP_LD = 4'b0100, OP_ST = 4'b0101, OP_MVHI = 4'b0110, OP_J_X = 4'b1000, OP_JZ_X = 4'b1001, OP_JN_X = 4'b1010, OP_CALL_X = 4'b1100;
	logic [5:0][14:0] lut;
	logic [5:0] current_pc_rfread;
	logic [5:0] current_pc_rfread_d;
	logic is_br_instr_execute;
	logic [2:0] counter;
	logic [5:0] o_current_pc_execute;
	logic [5:0] o_current_pc_rfread_dd;
	logic [5:0] final_o_current_pc_execute;
	logic fastcall;
	logic fastz;
	logic o_prediction_fastz;
	always_ff @(posedge clk) begin
		if(reset) begin
			fastz_d <= 1'b0;
			fastz_dd <= 1'b0;
		end
		else begin
			fastz_d <= o_prediction_fastz;
			fastz_dd <= fastz_d;
		end
	end
	always_comb begin
		final_o_current_pc_execute = o_current_pc_execute;
		fastcall = 1'b0;
		fastz = 1'b0;
		case(i_ir_rfread[3:0])
			OP_J_X: begin
				if(i_ir_rfread[4]) final_o_current_pc_execute = o_current_pc_rfread_dd;
			end
			OP_JZ_X: begin
				if(i_ir_rfread[4]) begin 
					fastz = 1'b1; 
					final_o_current_pc_execute = o_current_pc_rfread_dd;
				end	
			end
			OP_CALL_X: begin 
				if(i_ir_rfread[4]) begin 
					fastcall = 1'b1; 
					final_o_current_pc_execute = o_current_pc_rfread_dd;
				end	
			end
		endcase  
	end	
	always_ff @(posedge clk) begin
		if (reset) begin
			current_pc_rfread <= 6'd0;
			current_pc_rfread_d <= 6'd0;
			o_current_pc_rfread_dd <= 6'd0;
		end
		else begin
			current_pc_rfread <= i_current_pc;
			current_pc_rfread_d <= current_pc_rfread;
			o_current_pc_rfread_dd <= current_pc_rfread_d;
		end
	end
	always_ff @(posedge clk) begin
		if (reset) begin
			o_current_pc_execute <= 6'd0;
			is_br_instr_execute <= 1'b0;
		end
		else begin			
			if (i_fetch_valid) begin
				is_br_instr_execute <= i_is_br_instr_rfread;
				o_current_pc_execute <= current_pc_rfread;
			end
		end
	end
	always_comb begin
		if (lut[0][0] & (i_current_pc[5:0] == lut[0][6:1])) begin
			o_prediction_pc = lut[0][12:7];
			o_prediction_fastcall = lut[0][13];
			o_prediction_fastz = lut[0][14];
		end
		else if (lut[1][0] & (i_current_pc[5:0] == lut[1][6:1])) begin
			o_prediction_pc = lut[1][12:7];
			o_prediction_fastcall = lut[1][13];
			o_prediction_fastz = lut[1][14];
		end
		else if (lut[2][0] & (i_current_pc[5:0] == lut[2][6:1])) begin
			o_prediction_pc = lut[2][12:7];
			o_prediction_fastcall = lut[2][13];
			o_prediction_fastz = lut[2][14];
		end
		else if (lut[3][0] & (i_current_pc[5:0] == lut[3][6:1])) begin
			o_prediction_pc = lut[3][12:7];
			o_prediction_fastcall = lut[3][13];
			o_prediction_fastz = lut[3][14];
		end
		else if (lut[4][0] & (i_current_pc[5:0] == lut[4][6:1])) begin
			o_prediction_pc = lut[4][12:7];
			o_prediction_fastcall = lut[4][13];
			o_prediction_fastz = lut[4][14];
		end
		else if (lut[5][0] & (i_current_pc[5:0] == lut[5][6:1])) begin
			o_prediction_pc = lut[5][12:7];
			o_prediction_fastcall = lut[5][13];
			o_prediction_fastz = lut[5][14];
		end
		else begin
			o_prediction_pc = i_current_pc + 1'b1;
			o_prediction_fastcall = 1'b0;
			o_prediction_fastz = 1'b0;
		end
	end
	always_ff @(posedge clk) begin
		if (reset) begin
			counter <= 3'd0;
			lut[0] <= 15'd0;
			lut[1] <= 15'd0;
			lut[2] <= 15'd0;
			lut[3] <= 15'd0;
			lut[4] <= 15'd0;
			lut[5] <= 15'd0;
		end
		else if (i_rfread_valid & is_br_instr_execute) begin
				if (counter == 3'd7) begin
					counter <= 3'd7;
				end
				else begin
					counter <= counter + 1'b1;
					case (counter)
						3'd0: begin
							lut[0][0] <= 1'b1;
							lut[0][6:1] <= final_o_current_pc_execute[5:0];
							lut[0][12:7] <= i_target_pc[5:0];
							lut[0][13] <= fastcall;
							lut[0][14] <= fastz;
						end
						3'd1: begin
							lut[1][0] <= 1'b1;
							lut[1][6:1] <= final_o_current_pc_execute[5:0];
							lut[1][12:7] <= i_target_pc[5:0];
							lut[1][13] <= fastcall;
							lut[1][14] <= fastz;
						end
						3'd2: begin
							lut[2][0] <= 1'b1;
							lut[2][6:1] <= final_o_current_pc_execute[5:0];
							lut[2][12:7] <= i_target_pc[5:0];
							lut[2][13] <= fastcall;
							lut[2][14] <= fastz;
						end
						3'd3: begin
							lut[3][0] <= 1'b1;
							lut[3][6:1] <= final_o_current_pc_execute[5:0];
							lut[3][12:7] <= i_target_pc[5:0];
							lut[3][13] <= fastcall;
							lut[3][14] <= fastz;
						end
						3'd4: begin
							lut[4][0] <= 1'b1;
							lut[4][6:1] <= final_o_current_pc_execute[5:0];
							lut[4][12:7] <= i_target_pc[5:0];
							lut[4][13] <= fastcall;
							lut[4][14] <= fastz;
						end
						3'd5: begin
							lut[5][0] <= 1'b1;
							lut[5][6:1] <=  final_o_current_pc_execute[5:0];
							lut[5][12:7] <= i_target_pc[5:0];
							lut[5][13] <= fastcall;
							lut[5][14] <= fastz;
						end
					endcase
				end
			end
		end
endmodule
==> summary.txt <==
The full implementation flow was run.

Post-synthesis, Yosys gives the total cell area as 5146 um2. The routed design ends up with an antenna cell count of 0. The number of warnings the tools reported stands at 39. The I/O pin count stands at roughly 42. The register-to-register setup slack stands at 3.21 ns.

The root buffer cell chosen for the clock tree is clkbuf_16. The sum of negative setup slack stands at 0 ns. The net switching fraction of the power stands at a little over a fifth. In the synthesized netlist the dominant register cell turns out to be dfxtp_1.

Logic depth along the worst register-to-register path is recorded as 5. The number of placed instances, taps included, is approximately 770. The routed layout reports a DRC error count of 0. In the synthesized netlist, the cells that appear most often are dfxtp_1 (120), nand2_1 (117), nor2_1 (64), a21oi_1 (58), a211oi_1 (42). The largest net degree at the start of global routing stands at ~70. The leakage component of the power stands at ~0.0022 uW. The cell count after synthesis came out at 590. The number of cells traversed by the worst hold path stands at 1. The combinational share of power stands at about 5.7%. The worst setup path is launched from an input port.

The placeable core region stands at around 13000 um2. For this run, the register share of the synthesized area comes to between 40 and 50%. The routed wire length stands at roughly 13000 um. The highest clock rate stands at slightly below 0.2 GHz.

Per the slew report, the remaining headroom to the max-slew limit stands at 36.63%. TritonCTS built the clock tree. Sequential cells account for 41.0% of the total power.

The number of instances resized during post-cts repair stands at 0. The post-detailed-route count of antenna-violating nets stands at 0. The signal on the critical path passes through clkdlybuf4s50_1 > xor2_1 > or4_1 > nand2_1 > o22ai_1 > o41ai_1 > buf_4 > clkdlybuf4s50_1. In the synthesized netlist the async set-or-reset flop fraction comes to 0%. In this run the VDD rail shows a maximum IR drop of 0.2090 mV.

The first global-routing pass estimated between 20000 and 25000 um of wire. After synthesis the cells add up to around 5100 um2. Sorting the Yosys area breakdown by cell type puts at the top dfxtp_1. Across the routed clock network, the largest skew measured is about 0.0068 ns. The worst hold path belongs to the class register to register. The max-cap violation count stands at 0. The maximum level of the CTS H-tree stands at 4.

The number of DRC violations after detailed-routing iteration 0 stands at between 300 and 400. The main area contributors are dfxtp_1 (47%), nand2_1 (8.5%), a211oi_1 (6.1%). Data arrives at the worst endpoint at between 4 and 5 ns. Counting flops with a built-in enable in the synthesized netlist gives 0. The final-report setup violation count stands at 0. The endpoint identified for the worst register-to-register timing path is lut[63].

The final period demand of the worst path stands at approximately 5.1 ns. The yosys synthesis warning count stands at 1. STA shows the worst min-delay path finishing at o_current_pc_rfread_dd[4].

The worst setup path is captured at an output pin. The slowest stage of the critical path is the or4_1 cell. The power report puts the net switching power at about 470 uW.

The critical path is of the input port to output pin type. Of the post-synthesis cell area, the dominant cell type holds about 47%. The run finished with clean final reports. The count of pins over their slew limit stands at 0.

The pre-antenna-repair detailed-routing pass consisted of 5 iterations. The clock network fraction of design power stands at roughly 53%. The global route stage reports its total congestion overflow as 0. The number of CTS-inserted buffers stands at 17.

The initial antenna violation count came to 0. Clock tree synthesis found a total of ~120 sinks. Port buffering added 30 buffers.

The half-perimeter wire length after detailed placement stands at between 8000 and 9000 um. The horizontal extent of the die stands at roughly 120 um. The chip occupies about 13000 um2.

Power spread over the standard cell area amounts to 354.2 nW/um2. Setup repair after global routing left no endpoint under its margin. Looking at the gate-level netlist, the highest instance count belongs to dfxtp_1. The worst hold path begins at current_pc_rfread_d[4]. The pin closest to its max-slew limit shows a slew of around 0.92 ns. The floorplan-stage core utilization stands at roughly two fifths.

Leaving out filler cells and counting taps, the final layout contains approximately 800. The OpenROAD report gives the critical path a required time of between 4 and 5 ns. OpenSTA, run right after detailed placement, puts the worst setup slack at 0.2849 ns. Detailed routing inserted a total of between 4000 and 5000 vias. Internal power comes to 1736 uW. The number of unique standard cell types used by synthesis stands at between 50 and 60. The floorplan has between 40 and 50 rows. The final hold violation count stands at 0.

The number of global-route vias before repair stands at 4052. The mean instance size in the synthesized netlist stands at around 8.7 um2. The routed length per instance stands at 15.93 um. At the later pin of the worst-skew pair, clock insertion delay measures about 0.42 ns.

The most numerous cell type found on the critical path is clkdlybuf4s50_1. After synthesis, the design contains between 500 and 600 cells according to Yosys. The final critical-path setup slack stands at ~0.26 ns. The post-detailed-route via-to-cell ratio stands at 5.182.

Of the available clock period, the critical path in the final layout requires between 90% and 100%. The highest cell delay on the worst timing path stands at about 0.70 ns. The launch point of the worst register-to-register path is recorded as counter[0]. Looking at the post-CTS report, the setup buffer insertion count equals 0.

The weighted congestion at the end of routability-driven global placement stands at just over 0.8. The final core utilization stands at 49.65%. The total of flip-flops plus latches after synthesis stands at around 120. The final total power stands at between 2000 and 2500 uW. Per the layout report, the design carries roughly 1100 filler cells. The vertical die size stands at about 120 um.

For reference, the clock transition at the flip-flops on the worst setup and hold paths is 0.05 ns. The highest fanout seen on the critical path stands at 6. The number of buffers inserted for hold repair after clock tree synthesis stands at 0. The post-route netlist has a little under a tenth of its cells at a drive strength greater than 1. Global routing consumed, over all layers together, between 20% and 30% of the routing resources. Relative to the synthesized area, the layout overhead comes to 21.25%.

Per the CTS log, the buffer count on the longest clock path is 2.
-- stage by stage --
step	area (um2)	hold WS (ns)
after floorplan	5146	0.4138
after global placement	5618	0.4198
after detailed placement	5618	0.4255
after CTS	6240	0.4404
after global routing	6240	0.4593
final	6240	0.4352
-- cell families (layout without fill, tap and decap cells) --
logic type / after synthesis / count (layout) / share of synthesized area (%)
AND-OR/OR-AND: 129 / 129 / 16.44
XOR/XNOR: 38 / 38 / 7.124
adder cells (fa/ha/maj): 5 / 5 / 1.216
buffers and inverters: 43 / 85 / 3.963
flip-flops: 120 / 120 / 46.68
multiplexers: 18 / 18 / 3.525
AND/OR/NAND/NOR: 237 / 237 / 21.06
-- worst max-delay path: cells and delay by family --
family          cells  cell delay [ns]
compound gates      2             0.53
xor+xnor            1             0.25
simple gates        2             0.92
buf+inv             3             1.26
-- final cells by class --
class                   count  area, um2  area share (%)
flip-flops and latches    120       2402           38.50
clock inverters            12      175.2           2.807
clock buffers              20      446.7           7.159
well taps                 172      215.2           3.449
repair buffers             47      437.9           7.018
multi-input cells         427       2540           40.71
inverters                   6      22.52          0.3609
-- power groups by stage --
| stage | Sequential (uW) | Combinational (uW) | Clock, uW |
|---|---|---|---|
| final | 906 | 125 | 1180 |
| after global routing | 907 | 137 | 1240 |
| after CTS | 906 | 126 | 1190 |
-- worst max-delay path by stage --
stage	start	endpoint	slack, ns	depth (start not counted)
finish	i_current_pc[4]	o_prediction_pc[3]	0.26	8
global route	i_current_pc[4]	o_prediction_pc[3]	0.06	11
CTS	i_current_pc[4]	o_prediction_pc[4]	0.26	7
-- state kept, by name, indices dropped and copies added (netlist names) --
signal	cells
is_br_instr_execute	1
fastz_dd	1
fastz_d	1
o_current_pc_rfread_dd	6
o_current_pc_execute	6
current_pc_rfread_d	6
counter	3
current_pc_rfread	6
lut	90
-- layer usage --
metal | share of wire (%) | vias to the layer above | GRT usage, %
li1 | - | 2088 | -
met1 | 50 | 1960 | 33.74
met2 | 43 | 101 | 31.38
met3 | 5.4 | 17 | 4.262
met4 | 1.9 | 0 | 3.636
met5 | 0 | - | 0
-- layout by cell type, fill, tap and decap left out, types with 14 or more instances in the layout --
master | netlist | layout
nor2_1 | 64 | 64
clkdlybuf4s50_1 | 0 | 29
nand2_1 | 117 | 117
dfxtp_1 | 120 | 120
clkbuf_16 | 0 | 17
mux2i_1 | 17 | 17
a21oi_1 | 58 | 58
nor2b_1 | 18 | 18
a211oi_1 | 42 | 42
buf_4 | 0 | 17
xnor2_1 | 21 | 21
xor2_1 | 14 | 14
No activity file was given, so power comes from the tool's default toggle rates.
